==> design/flow/design.v <==
`timescale 1ns / 1ps
module uart_tx (
    input  wire       clk,
    input  wire       rst,
    input  wire       baud_tick,
    input  wire [7:0] ext_data_in,
    input  wire       en,
    output reg        tx
);
    localparam IDLE  = 2'd0;
    localparam START = 2'd1;
    localparam DATA  = 2'd2;
    localparam STOP  = 2'd3;
    reg [1:0] state, next_state;
    reg [3:0] bit_tick_cnt;
    reg [2:0] bit_cnt;
    reg [7:0] shift_reg;
    wire bit_tick_done = (bit_tick_cnt == 4'd15);
    wire byte_done     = (bit_cnt == 3'd7);
    always @(posedge clk) begin
        if (rst)
            state <= IDLE;
        else
            state <= next_state;
    end
    always @(*) begin
        next_state = IDLE;
        case (state)
            IDLE:  if (en) next_state = START;
            START: if (baud_tick && bit_tick_done) next_state = DATA;
            DATA:  if (baud_tick && bit_tick_done && byte_done) next_state = STOP;
            STOP:  if (baud_tick && bit_tick_done) next_state = IDLE;
            default: next_state = IDLE;
        endcase
    end
    always @(posedge clk) begin
        if (rst) begin
            bit_tick_cnt <= 0;
            bit_cnt      <= 0;
            shift_reg    <= 0;
        end
        else if (baud_tick) begin
            if (state == IDLE && en) begin
                bit_tick_cnt <= 0;
                bit_cnt      <= 0;
                shift_reg    <= ext_data_in;
            end
            else begin
                if (bit_tick_done) begin
                    bit_tick_cnt <= 0;
                    if (state == DATA) begin
                        bit_cnt   <= bit_cnt + 1;
                        shift_reg <= {shift_reg[6:0], 1'b0};
                    end
                end
                else begin
                    bit_tick_cnt <= bit_tick_cnt + 1;
                end
            end
        end
    end
    always @(posedge clk) begin
        if (rst)
            tx <= 1'b1;
        else begin
            case (state)
                IDLE:  tx <= 1'b1;
                START: tx <= 1'b0;
                DATA:  tx <= shift_reg[7];
                STOP:  tx <= 1'b1;
                default: tx <= 1'b1;
            endcase
        end
    end
endmodule
==> design/flow/run.sh <==
#!/bin/bash
# OpenROAD 26Q1-2900-gdf79404cd8, Yosys 0.63+post, stock flow scripts
make -C /OpenROAD-flow-scripts/flow DESIGN_CONFIG=/design/flow/config.mk WORK_HOME=/design/flow/orfs finish
==> design/flow/config.mk <==
export PLATFORM = sky130hd
export DESIGN_NAME = uart_tx
export DESIGN_NICKNAME = uart_tx
export VERILOG_FILES = /design/flow/design.v
export SDC_FILE = /design/flow/constraint.sdc
export NUM_CORES = 4
export LEC_CHECK = 1
export CORE_AREA = 10 10 87 87
export DIE_AREA = 0 0 97 97
==> design/flow/constraint.sdc <==
current_design uart_tx

set clk_period 5.9
set clk_io_pct 0.2

create_clock -name clk0 -period $clk_period [get_ports {clk}]

set non_clock_inputs [all_inputs -no_clocks]
set_input_delay [expr $clk_period * $clk_io_pct] -clock clk0 $non_clock_inputs
set_output_delay [expr $clk_period * $clk_io_pct] -clock clk0 [all_outputs]
==> results.txt <==
Physical implementation status

The tree is rooted in a sky130_fd_sc_hd__clkbuf_8. In this run the critical register-to-register path is captured at shift_reg[5]. Per the OpenROAD power report, leakage power amounts to 0.442 nW. Looking at the reg2reg group, the worst path starts from state[0]. The timing report shows that the slowest cell on the worst path is sky130_fd_sc_hd__clkdlybuf4s50_1. Looking at the cell usage after synthesis, the top flip-flop cell is sky130_fd_sc_hd__dfxtp_1.

The overall die height stands at 97 µm. The first-pass GRT wire length stands at 3950 µm. In the finished design, the share of the clock period the worst path needs comes to 0.482. The post-synth count of flops with an enable pin is 0. Adding up every negative setup slack in the final design gives 0 ps. The horizontal die dimension reported for this design is 97 µm. STA classifies the critical path endpoint as a flop. The highest supply drop recorded on VDD is 0.286 mV. After floorplanning, the core was divided into 27 placement rows. Entering global routing, the biggest net connects 23 pins. The final count of negative-setup-slack endpoints stands at 0. The total chip power stands at 0.314 mW. The die area stands at 9410 µm².

The number of max-slew violations in the final report stands at 0. For this sky-water flow run, the detailed-routed wirelength per cell is reported as 11.4 µm. At the end of routability-driven placement, the weighted congestion stood at 0.759.

The via count of the first global-routing pass came to 815. The total of fill cells in the finished design stands at 608. The number of maximum-capacitance violations recorded for the run is 0. The actual transition at the worst max-transition pin stands at 755 ps.

The per-instance average area after synthesis stands at 8.71 µm². The number of DRC violations after detailed routing stands at 0. The worst setup path is launched from an input port. In the routed netlist, the antenna diode instances number 0. The launch point of the critical path was reported as en. The path depth of the worst reg2reg path stands at 3. The number of endpoints with negative hold slack in the final report stands at 0. The headroom to the max-slew limit stands at 0.495. Before any placement, the netlist area is recorded as 993 µm². The run finished with clean final reports. The detail route stage leaves a number of antenna-violating nets equal to 0. The aggregate routed wire length stands at 2230 µm. The number of logged tool warnings stands at 25. The synth_stat.txt file lists the number of cells as 114. The report puts the hold buffer count at CTS at 0.

The critical path arrival stands at 2950 ps. The placed cell count stands at 191. The power density normalized to cell area stands at 253 nW/µm². The count of vias placed by the detailed router stands at 876. Following the worst setup path forward leads to its endpoint at shift_reg[5]. The post-CTS repair timing setup buffer count stands at 0.

The total routing resource utilization after global routing stands at 0.0474. Per the final layout report, the fraction of cells sized above drive strength 1 comes to 0.0488. After clock tree synthesis, the clock-pin slew on the worst setup and hold paths is 80 ps. According to the I/O placement log, the pin count is 13. The combined flip-flop and latch cell area stands at 400 µm².

For this run, the detailed router reports a per-instance via density of 4.49. The core utilization before placement stands at 0.176. The post-route non-filler standard cell count stands at 195.

Summed over all nets, the half-perimeter wirelength after detailed placement is 1530 µm. TritonCTS built the clock tree. Per the log, the first TritonRoute iteration ended with a DRC count of 37. The core outline area stands at 5640 µm².

The register-to-register path setup slack stands at 4090 ps. After synthesis, the chip area reported by Yosys is 993 µm². Setup repair after global routing left no endpoint under its margin. For this run, the number of Yosys warnings is 1. The later pin in the worst-skew pair is clocked with a latency of 260 ps. The portion of synthesized cell area occupied by the leading cell type stands at 0.403. The required time of the worst setup path stands at 6010 ps. The largest driver fanout on the critical path stands at 19. The flip-flop count of the largest register, all copies and words added stands at 8.

The final global-route overflow total stands at 0. The number of antenna violations at the first check in global routing stands at 0. The layout report lists the multi-input gate area as 527 µm². The commonest cells after synthesis are 20 x sky130_fd_sc_hd__dfxtp_1, 9 x sky130_fd_sc_hd__inv_1, 8 x sky130_fd_sc_hd__a211oi_1, 8 x sky130_fd_sc_hd__and3_1. Of all cell types, the one taking the most synthesized area is sky130_fd_sc_hd__dfxtp_1.

By area the synthesized netlist is led by sky130_fd_sc_hd__dfxtp_1 40%, sky130_fd_sc_hd__a2111oi_0 6.2%, sky130_fd_sc_hd__a211oi_1 6.0%, sky130_fd_sc_hd__a21boi_0 5.3%, sky130_fd_sc_hd__and3_1 5.0%. Yosys reported that registers with async set or reset make up 0. The pre-CTS setup slack stands at 2800 ps. The synthesized instance count is 114.

The clock period minus final worst setup slack stands at 2850 ps. Of the synthesized area, sequential elements account for 0.403. Traced cell by cell, the critical path runs through clkdlybuf4s50_1, nand2_1, a2111oi_0, a211oi_1. After clock tree synthesis, the repair step resized 0 gates. The worst setup path is of the input port to flop kind. The number of detailed-route iterations in the first pass stands at 4. The number of H-tree levels stands at 1. The number of sinks handled by clock tree synthesis stands at 20. From synthesis to final layout, the design area changed by 25.1%. The highest cell delay on the worst timing path stands at 820 ps. The synthesis-stage register bit count stands at 20. The total clock buffers created by CTS stands at 3. The highest attainable clock frequency stands at 351 MHz. The final timing report lists clock skew as 2.77 ps. Yosys mapped the design onto 30 distinct sky130hd cell types. The setup slack after layout stands at 3050 ps.

The number of port buffers stands at 12. Counting along the longest clock path gives a buffer depth of 2. Looking at the gate-level netlist, the highest instance count belongs to sky130_fd_sc_hd__dfxtp_1.

The min-delay analysis places its worst path in the category flop to flop.
-- per-layer routing --
layer	vias to the layer above	wire (µm)	track usage
met4	0	21	0.00451
met5	-	0	0
met2	22	917	0.0670
met1	406	1180	0.0709
met3	2	116	0.0143
li1	446	-	-
-- critical path, delay by kind of cell --
kind                   cells  cell delay (ps)
buffers and inverters      1              820
AOI/OAI and AO/OA          2              600
and+or+nand+nor            1              350
-- layout make-up --
cell class	count	area share
Multi-Input combinational cell	78	0.424
Sequential cell	20	0.322
Timing Repair Buffer	12	0.0967
Tap cell	72	0.0725
Clock buffer	3	0.0332
Inverter	9	0.0272
Clock inverter	1	0.0242
-- kinds of logic after synthesis --
family | count (synthesis) | share of synthesized area
AOI/OAI and AO/OA | 37 | 0.267
adders and majority gates | 3 | 0.0378
buffers and inverters | 16 | 0.0667
DFF | 20 | 0.403
and+or+nand+nor | 38 | 0.225
-- stage by stage --
step	util	instance area (µm²)	hold slack, ps
floorplan	-	993	415
global placement	0.208	1170	436
detailed placement	0.208	1170	440
CTS	0.220	1240	458
global route	0.220	1240	478
finish	0.220	1240	453
-- how the worst min path moves through the flow --
stage / start / end / cells after the start
4_1_cts: state[3] / state[0] / 2
5_1_grt: shift_reg[4] / shift_reg[4] / 2
6_report: state[3] / state[0] / 2
-- layout by cell type, fill, tap and decap left out --
master,n
sky130_fd_sc_hd__nand4b_1,2
sky130_fd_sc_hd__inv_1,9
sky130_fd_sc_hd__and2_1,2
sky130_fd_sc_hd__nor2_1,3
sky130_fd_sc_hd__a2111o_1,1
sky130_fd_sc_hd__a21oi_1,5
sky130_fd_sc_hd__o22ai_1,1
sky130_fd_sc_hd__a211oi_1,8
sky130_fd_sc_hd__o21ai_0,4
sky130_fd_sc_hd__nand2b_1,3
sky130_fd_sc_hd__nand2_1,7
sky130_fd_sc_hd__a2111oi_0,7
sky130_fd_sc_hd__a31oi_1,2
sky130_fd_sc_hd__and4_1,1
sky130_fd_sc_hd__or4_1,1
sky130_fd_sc_hd__o21ai_1,1
sky130_fd_sc_hd__clkdlybuf4s50_1,12
sky130_fd_sc_hd__dfxtp_1,20
sky130_fd_sc_hd__clkbuf_8,3
sky130_fd_sc_hd__a21boi_2,1
sky130_fd_sc_hd__ha_1,3
sky130_fd_sc_hd__nand3b_1,2
sky130_fd_sc_hd__and3_1,8
sky130_fd_sc_hd__nor2b_1,1
sky130_fd_sc_hd__a21boi_0,7
sky130_fd_sc_hd__nand3_1,5
sky130_fd_sc_hd__nand4_2,1
sky130_fd_sc_hd__bufinv_16,1
sky130_fd_sc_hd__nand4_1,2
-- power by group --
part	switching, mW	internal [mW]	total (mW)
combinational	0.0153	0.0162	0.0315
sequential	0.00493	0.141	0.146
clock	0.0463	0.0905	0.137
total	0.0666	0.247	0.314
Power is estimated from default activity; no workload was simulated.
