--- flow/design.v ---
`timescale 1ns / 1ps
module uart_baud_gen (
    input  wire        clk,
    input  wire        rst,
    input  wire [31:0] baud_division,
    input  wire        en,
    output reg         baud_tick
);
    reg [31:0] baud_count;
    reg        en_d;
    always @(posedge clk) begin
        if (rst)
            en_d <= 0;
        else
            en_d <= en;
    end
    wire en_q = en & ~en_d;
    always @(posedge clk) begin
        if (rst) begin
            baud_count <= 0;
            baud_tick  <= 0;
        end
        else begin
            baud_tick <= 0;    
            if (!en || baud_division == 0) begin
                baud_count <= 0;
            end
            else if (en_q) begin
                baud_count <= 0;
            end
            else if (baud_count == baud_division - 1) begin
                baud_count <= 0;
                baud_tick  <= 1;
            end
            else begin
                baud_count <= baud_count + 1;
            end
        end
    end
endmodule
--- flow/config.mk ---
export PLATFORM = sky130hd
export DESIGN_NAME = uart_baud_gen
export DESIGN_NICKNAME = uart_baud_gen
export VERILOG_FILES = /design/flow/design.v
export SDC_FILE = /design/flow/constraint.sdc
export NUM_CORES = 4
export LEC_CHECK = 1
export CORE_UTILIZATION = 30
--- flow/run.sh ---
#!/bin/bash
# OpenROAD 26Q1-2900-gdf79404cd8, Yosys 0.63+post, stock flow scripts
make -C /OpenROAD-flow-scripts/flow DESIGN_CONFIG=/design/flow/config.mk WORK_HOME=/design/flow/orfs finish
--- flow/constraint.sdc ---
current_design uart_baud_gen

set clk_period 8.7
set clk_io_pct 0.2

create_clock -name clk0 -period $clk_period [get_ports {clk}]

set non_clock_inputs [all_inputs -no_clocks]
set_input_delay [expr $clk_period * $clk_io_pct] -clock clk0 $non_clock_inputs
set_output_delay [expr $clk_period * $clk_io_pct] -clock clk0 [all_outputs]
==> flow_summary_export.csv <==
group,metric,value,unit
pwr,switching_power,0.0000840,W
worst_setup_path,r2r_cells,8,
die,pin_count,36,
yosys,yosysSeqAreaShare,26.6,%
run,warning_count,25,
worst_setup_path,r2r_start,"baud_count[8]$_SDFF_PP0_",
final_timing,finalSetupViolations,0,
pwr,comb_power_share,13.2,%
clock_network,post_cts_resized,0,
worst_setup_path,crit_buf_inv,1,
pwr,power.share.sequential,40.9,%
worst_setup_path,worstSetupPathType,"in2reg",
final_timing,period_used_share,63.0,%
yosys,area_leaders,"dfxtp_1 (27%), xnor2_1 (14%), xor2_1 (11%)",
pwr,power_leakage,0.947,nW
placed_design,gp_congestion,0.872,
yosys,edf_count,0,
clock_network,clk_latency,0.28,ns
yosys,ys_ff,34,
final_timing,skew,0.00913,ns
placed_design,io_buffers,35,
yosys,xor_area_share,24.7,%
detailed_routing,wire_per_inst,12.6,um
detailed_routing,antenna_cells,0,
detailed_routing,initialDrtViolationCount,86,
yosys,fa_ha_area_share,0.978,%
clock_network,cts-htree-levels,2,
pwr,power_density,122,nW/um2
grt,grt_use_total,13.7,%
worst_setup_path,slowest_stage,"nor4_2",
clock_network,cts_setup_buffers,0,
placed_design,postPlaceCellArea,2990,um2
die,fp_util,31.1,%
grt,grt.overflow.total,0,
pwr,p_sw_share,22.0,%
cells_and_area,finalInstanceArea,3130,um2
yosys,ys_cells,314,
worst_setup_path,crit_cells,9,
yosys,mux_share,2.45,%
yosys,topCombFamilyByArea,"simple AND/OR/NAND/NOR gates",
final_timing,drv_slew,0,
yosys,ys_top_cells_by_count,"xnor2_1 (40), nor2_1 (39), dfxtp_1 (34), xor2_1 (32), nand2_1 (20)",
die,die_h,94.3,um
final_timing,hold_violations,0,
die,dieArea,8900,um2
clock_network,cts.path.max_buffers,2,
clock_network,clock-root-buffer,"clkbuf_8",
pwr,ir_worst_vdd,0.0586,mV
yosys,syn-cell-area,2560,um2
worst_setup_path,endpoint,"baud_count[10]$_SDFF_PP0_",
worst_setup_path,reg2reg_slack,5.91,ns
clock_network,ctsHoldBuffers,0,
die,fp.dieW,94.3,um
cells_and_area,syn2layout_area_growth,22.3,%
grt,antenna_found_initial,0,
final_timing,relSlewSlack,41.2,%
pwr,pwr-share-clk,45.8,%
clock_network,clkTransAtPathRegs,0.07,ns
placed_design,hpwl,4400,um
detailed_routing,drc,0,
die,row_count,33,
detailed_routing,antenna_left,0,
detailed_routing,first_pass_iters,4,
yosys,synth_cell_types,49,
worst_setup_path,cp-end-kind,"flip-flop",
cells_and_area,fillers,837,
yosys,yosysTopAreaCellShare,26.6,%
yosys,ys_sh_aoi,8.27,%
clock_network,numCtsBuffers,5,
final_timing,finalSetupTns,0,ns
clock_network,tritoncts,"built",
clock_network,cts_num_sinks,34,
detailed_routing,wirelength,5690,um
final_timing,tightest_slew,0.874,ns
worst_setup_path,critPathLaunchType,"input port",
final_timing,max_freq,0.183,GHz
yosys,ys_sh_simple,33.6,%
grt,grt_max_degree,33,
run,cap_violations,0,
detailed_routing,viasPerCell,4.93,
grt,grt_pass1_wl,9580,um
status,status,"finished clean",
yosys,synth-warning-count,1,
yosys,async_flop_share,0,%
worst_setup_path,crit_start,"baud_division[4]",
detailed_routing,vias,2234,
final_timing,period_minus_slack,5.48,ns
yosys,synthCells,314,
yosys,synth_top_cell_by_count,"xnor2_1",
cells_and_area,post_route_cells_drive_above_1_share,9.20,%
worst_setup_path,crit_required,8.84,ns
worst_setup_path,worstPathMaxFanout,32,
worst_setup_path,crit_arrival,5.62,ns
hold_path,hold_path.class,"reg2reg",
die,coreArea,8220,um2
worst_setup_path,timing.rr.end,"baud_count[10]$_SDFF_PP0_",
worst_setup_path,crit_family,"simple AND/OR/NAND/NOR gates",
yosys,ys_chip_area,2560,um2
yosys,synth_top_cell_by_area,"dfxtp_1",
yosys,flop_cell,"dfxtp_1",
final_timing,rsz0062_at_grt,"false",
worst_setup_path,cp_cell_sequence,"clkdlybuf4s50_1, nor4_2, nand4_2, nor3_1, xor2_1, o221a_2, o21ai_0, a41o_2, nor2_1",
grt,grt_pass1_vias,2070,
yosys,synth_area_per_cell,8.14,um2
worst_setup_path,slowest_delay,0.79,ns
pwr,internal-power,0.000297,W
[flip-flops by register name, summed over array words and instances, names as in the netlist]
signal      count
en_d            1
baud_count     32
baud_tick       1
[power groups by stage]
| stage | Clock, W | Combinational, W | Sequential, W |
|---|---|---|---|
| CTS | 0.000180 | 0.0000508 | 0.000156 |
| global route | 0.000186 | 0.0000552 | 0.000156 |
| finish | 0.000175 | 0.0000505 | 0.000156 |
[layout make-up]
type	instances	area, um2	area share, %
Clock inverter	3	68.8	2.20
Clock buffer	5	68.8	2.20
Sequential cell	34	681	21.8
Multi-Input combinational cell	263	1790	57.2
Timing Repair Buffer	37	365	11.7
Tap cell	105	131	4.20
Inverter	6	22.5	0.720
[per-layer routing]
metal / wire, um / track usage (%) / vias up / part of all wire [%]
met4: 92 / 2.44 / 0 / 1.6
met1: 2870 / 20.3 / 1016 / 50
met2: 2500 / 21.7 / 39 / 44
li1: - / - / 1173 / -
met3: 225 / 1.63 / 6 / 4.0
met5: 0 / 0 / - / 0
[cells in the final DEF (no fill, tap or decap), types with 5 or more instances in the layout]
cell type         n
o21ai_0           5
or3_1             5
nor2_2           10
clkdlybuf4s50_1  35
xor2_1           32
nand3_1          17
dfxtp_1          34
clkbuf_8          5
nand2_1          20
nor2_1           39
and3_1            7
xnor2_1          40
nor4_1           10
inv_1             6
nor3_1           13
nand4_1           9
[cell families (layout without fill, tap and decap cells)]
family,count (synthesis),after routing
AOI/OAI and AO/OA,26,26
xor gates and xnor gates,72,72
adders and majority gates,2,2
buffers and inverters,17,51
DFF,34,34
muxes,6,6
and+or+nand+nor,157,157
[metrics by stage]
stage	power (W)	utilization (%)	hold slack, ns	setup WS, ns	std cells
2_1_floorplan	0.000184	-	0.450	4.20	314
3_3_place_gp	0.000210	36.4	0.488	3.18	445
3_5_place_dp	0.000210	36.4	0.476	3.08	445
4_1_cts	0.000387	38.1	0.493	3.35	453
5_1_grt	0.000397	38.1	0.528	2.98	453
6_report	0.000381	38.1	0.497	3.22	453
[worst min-delay path by stage]
stage	startpoint	cells past startpoint	end
final	baud_count[0]$_SDFF_PP0_	1	baud_count[0]$_SDFF_PP0_
after global routing	baud_count[0]$_SDFF_PP0_	1	baud_count[0]$_SDFF_PP0_
after CTS	baud_count[0]$_SDFF_PP0_	1	baud_count[0]$_SDFF_PP0_
[worst reg2reg max path: stages (launching register included)]
cell	delay, ns
dfxtp_1	0.44
inv_1	0.12
or3_1	0.37
a21oi_1	0.15
o21ai_0	0.16
a2111oi_4	0.39
and4_1	0.23
a41o_2	0.67
nor2_1	0.12
Power and IR drop assume default switching activity.
